### config.mk
export PLATFORM = sky130hd
export DESIGN_NAME = controle_ALU
export DESIGN_NICKNAME = controle_ALU
export VERILOG_FILES = /design/flow/design.v
export SDC_FILE = /design/flow/constraint.sdc
export NUM_CORES = 4
export LEC_CHECK = 1
export CORE_AREA = 10 10 70 70
export DIE_AREA = 0 0 80 80
### constraint.sdc
current_design controle_ALU

set clk_period 1.1
set clk_io_pct 0.2

create_clock -name clk0 -period $clk_period

set non_clock_inputs [all_inputs -no_clocks]
set_input_delay [expr $clk_period * $clk_io_pct] -clock clk0 $non_clock_inputs
set_output_delay [expr $clk_period * $clk_io_pct] -clock clk0 [all_outputs]
### design.v
module controle_ALU (OpAlu, Opcode, controle_ULA);
	input [1:0] OpAlu;
	input [5:0] Opcode;
	output reg [3:0] controle_ULA;
	always @(*)
	begin
		controle_ULA = 4'b0;
		if (OpAlu == 2'b00) controle_ULA = 4'b0001;
		if (OpAlu == 2'b01) controle_ULA = 4'b0010;
		if (OpAlu == 2'b10) begin
			case (Opcode)
				6'b000101: controle_ULA = 4'b0011;
				6'b000111: controle_ULA = 4'b0100;
				6'b001011: controle_ULA = 4'b0110;
				6'b001100: controle_ULA = 4'b0101;
				6'b001101: controle_ULA = 4'b0111;
				6'b001110: controle_ULA = 4'b0111;
				6'b001111: controle_ULA = 4'b1000;
				6'b010000: controle_ULA = 4'b1000;
				6'b010001: controle_ULA = 4'b1001;
				6'b010010: controle_ULA = 4'b1001;
				6'b010011: controle_ULA = 4'b1010;
				6'b010110: controle_ULA = 4'b1011;
				default: controle_ULA = 4'b0000;		
			endcase
		end
	end
endmodule 
### run.sh
#!/bin/bash
# OpenROAD 26Q1-2900-gdf79404cd8, Yosys 0.63+post, stock flow scripts
make -C /OpenROAD-flow-scripts/flow DESIGN_CONFIG=/design/flow/config.mk WORK_HOME=/design/flow/orfs finish
==> flow_metrics.env <==
# source this file to load flow results
export IMPL_seqCellArea_um2=0
export IMPL_cp_endpoint="controle_ULA[1]"
export IMPL_first_pass_iters=2
export IMPL_log_warning_count=37
export IMPL_fin_crit_sh_pct=125
export IMPL_slew_limit_headroom_pct=79.1
export IMPL_seq_area_frac_synth_pct=0
export IMPL_net_switching_power_w=0.0000737
export IMPL_fillerInstances=394
export IMPL_category_of_the_worst_setup_path_launch_point="input port"
export IMPL_floorplan_initialDensity_pct=5.90
export IMPL_min_path_type="input port to output port"
export IMPL_layout_top_cells_excl_fill_tap="buf_4 (8), nor2_2 (4), dlygate4sd2_1 (4), buf_2 (4)"
export IMPL_nClkBuffers=0
export IMPL_numPlacedInstances=99
export IMPL_timing_final_max_slew_violations=0
export IMPL_worstSetupEndpointType="output port"
export IMPL_crit_fanout=4
export IMPL_antenna_found_initial=0
export IMPL_yosys_top_cells_area="ha_1 (25%), a21oi_1 (9.9%), nor2_1 (9.3%), o21ai_1 (7.5%), nand2b_1 (6.2%)"
export IMPL_final_layout_top_logic_cell="buf_4"
export IMPL_largest_area_cell="ha_1"
export IMPL_layout_drive_gt1_share_pct=74.1
export IMPL_route_antenna_remaining_nets=0
export IMPL_finish_utilization_pct=15.6
export IMPL_boundaryPins=12
export IMPL_holdCritStartpoint="OpAlu[0]"
export IMPL_worst_slew_pin_slew_ns=0.313
export IMPL_grt_resource_usage_total_pct=2.47
export IMPL_leakagePower_nw=0.222
export IMPL_finalNonFillerCells=100
export IMPL_wl_per_cell_um=8.31
export IMPL_grt_pass1_wl_um=1390
export IMPL_top_area_share_pct=24.8
export IMPL_vdd_ir_drop_worst_mv=0.0804
export IMPL_die_size_y_um=80
export IMPL_drt_wl_total_um=831
export IMPL_via_count=310
export IMPL_synthesis_yosys_warnings=1
export IMPL_drv_max_cap_violation_count=0
export IMPL_crit_required_ns=0.88
export IMPL_fp_coreArea_mm2=0.00342
export IMPL_finalPower_w=0.000165
export IMPL_netlist_instances=34
export IMPL_die_x_um=80
export IMPL_combGateArea_um2=288
export IMPL_critical_path_class="input port to output port"
export IMPL_switching_share_pct=44.8
export IMPL_dpl_hpwl_um=652
export IMPL_finalWorstPathRequiredPeriod_ns=1.37
export IMPL_yosysUniqueCellTypes=17
export IMPL_antenna_cells=0
export IMPL_power_report_internal_total_w=0.0000909
export IMPL_ys_cells=34
export IMPL_violations_in_the_final_reports="setup timing"
export IMPL_setup_viol=4
export IMPL_ys_chip_area_um2=201
export IMPL_dp_slack_ns=-1.19
export IMPL_syn_area_per_cell_um2=5.92
export IMPL_pwr_cell_area_mw_per_mm2=308
export IMPL_drc_violation_total_after_the_first_tritonroute_iteration=8
export IMPL_max_freq_mhz=728
export IMPL_power_sequential_fraction_pct=0
export IMPL_grt_max_degree=8
export IMPL_grt_overflow_total=0
export IMPL_finalWorstSetupSlack_ns=-0.274
export IMPL_globalplace_congestion=0.752
export IMPL_floorplan_rows=21
export IMPL_critPathArrivalTime_ns=1.15
export IMPL_power_share_combinational_pct=100.0
export IMPL_hold_viol_final=0
export IMPL_setup_crit_start="Opcode[1]"
export IMPL_design_seq_count=0
export IMPL_outcome="finished with violations"
export IMPL_unrepaired_setup_endpoints_after_global_routing="true"
export IMPL_port_buffers=12
export IMPL_first_global_vias=319
export IMPL_route_detailed_drc=0
export IMPL_die_area_mm2=0.00640
export IMPL_vias_per_cell=3.10
export IMPL_netlist_area_um2=201
export IMPL_clock_power_share_pct=0
export IMPL_syn_to_final_growth_pct=165
==> layout make-up <==
type	count	area share (%)
Inverter	4	3.75
Multi-Input combinational cell	29	53.9
Tap cell	46	10.8
Timing Repair Buffer	21	31.6
==> worst max-delay path: stages <==
cell      delay (ns)
buf_8           0.11
ha_4            0.23
o21ai_2         0.12
a211oi_2        0.08
o32ai_2         0.26
buf_2           0.13
==> worst min-delay path by stage <==
stage,to,slack (ns),cells past startpoint
6_report,controle_ULA[0],0.86,3
4_1_cts,controle_ULA[0],0.86,3
5_1_grt,controle_ULA[0],0.87,3
==> cell families after synthesis <==
kind of cell | Yosys count | share of synthesized area (%)
adders and majority gates | 4 | 24.8
buffers and inverters | 5 | 9.93
AOI/OAI and AO/OA | 11 | 32.3
and+or+nand+nor | 14 | 32.9
==> power groups by stage <==
| stage | sequential, W | clock [W] | combinational, W |
|---|---|---|---|
| 6_report | 0 | 0 | 0.000165 |
| 5_1_grt | 0 | 0 | 0.000179 |
| 4_1_cts | 0 | 0 | 0.000142 |
==> metrics by stage <==
| stage | instance area, um^2 | hold slack [ns] | setup TNS, ns |
|---|---|---|---|
| floorplan | 214 | 0.451 | 0 |
| global placement | 447 | 1.40 | -4.53 |
| detailed placement | 447 | 1.41 | -4.60 |
| CTS | 487 | 0.857 | -1.08 |
| global route | 534 | 0.871 | -1.16 |
| finish | 534 | 0.857 | -0.920 |
==> per-layer routing <==
layer | vias to the layer above | GRT usage [%] | wire [um] | part of all wire, %
li1 | 160 | - | - | -
met1 | 145 | 3.23 | 380 | 46
met2 | 5 | 4.25 | 409 | 49
met3 | 0 | 0.568 | 40 | 4.8
met4 | 0 | 0 | 0 | 0
met5 | - | 0 | 0 | 0
==> synthesized netlist by cell type <==
cell type  n
a21oi_1    4
nor2_1     5
ha_1       4
a211oi_1   1
nand2_1    3
nor2b_1    1
nand2b_1   2
buf_2      1
nand3_1    1
a31oi_1    1
nor3_1     1
nor3b_1    1
o32ai_1    1
o21ai_1    3
inv_1      3
o211ai_1   1
inv_2      1
==> what timing repair did <==
item	in CTS	in global routing
hold buffers	0	0
resized	46	19
setup endpoints to repair	4	4
pin swaps	9	8
setup buffers	1	0
Power is estimated from default activity; no workload was simulated.
